**config.mk**
```make
export PLATFORM = sky130hd
export DESIGN_NAME = ID_stage
export DESIGN_NICKNAME = ID_stage
export VERILOG_FILES = /design/flow/design.v
export SDC_FILE = /design/flow/constraint.sdc
export NUM_CORES = 4
export LEC_CHECK = 1
export CORE_AREA = 10 10 84 84
export DIE_AREA = 0 0 94 94
```
**constraint.sdc**
```tcl
current_design ID_stage

set clk_period 5.6
set clk_io_pct 0.2

create_clock -name clk0 -period $clk_period [get_ports {clk}]

set non_clock_inputs [all_inputs -no_clocks]
set_input_delay [expr $clk_period * $clk_io_pct] -clock clk0 $non_clock_inputs
set_output_delay [expr $clk_period * $clk_io_pct] -clock clk0 [all_outputs]
```
**design.v**
```verilog
module Adder(in1,in2,out);
input [15:0]in1,in2;
output [15:0] out;
assign out = in1+in2;
endmodule 
module Extender (in,out,ExtOp);
parameter n=16;
  input [n-1:0] in;
input ExtOp;
output reg [15:0] out;
always @(in) begin
if(ExtOp == 1)
	out = {{11{in[4]}},in};
else 
	out = {11'b0,in};
end
endmodule
module ID_stage(clk,enable_ID,instruction,nextPC,opcode,mode,rd,BusA,BusB,Imm16,BTarget,jumpTarget,RAsrc,RBsrc,regDst,ExtOp);
  input clk;
  input wire enable_ID;
  input [15:0]instruction,nextPC;
  output [3:0] opcode;
  output [15:0] BusA,BusB,Imm16,BTarget,jumpTarget;
  output mode; 
  output [2:0] rd;
  input [1:0] RAsrc;
  input RBsrc,regDst,ExtOp;
  wire regWr =0;
  wire [2:0] rs1,rs2;
  wire [4:0]imm5;
  wire [11:0] mulOffset; 
  wire [15:0] BusW;
  wire [2:0] R7=3'b111;
  wire [2:0] R0 = 3'b000;
  wire [2:0] RA,RB,RW;
  assign opcode = instruction[15:12];
  assign mode = instruction[11];
  assign rd = instruction[11:9];
  assign rs1 = instruction[8:6];
  assign rs2 = instruction[5:3];
  assign imm5 = instruction[4:0];
  assign mulOffset = instruction[11:0] << 1;
  assign jumpTarget = {nextPC[15:10],mulOffset[9:0]};
  mux3x1 #(3) mux1(rs1, R7, R0, RA, RAsrc);
  mux2x1 #(3) mux2(rs2,rd,RB,RBsrc);
  mux2x1 #(3) mux3(rd,R7,RW,regDst);
  registerFile regg(clk,RA,RB,RW,BusW,BusA, BusB,regWr);
  Extender #(5) Ex(imm5,Imm16,ExtOp);
  Adder add(nextPC,Imm16,BTarget);
endmodule
module mux2x1 (in1,in2,out,sel);
  parameter n =16;
  input [n-1:0] in1,in2;
input sel;
  output [n-1:0] out;
assign out = sel? in2:in1;
endmodule 
module mux3x1 (in1, in2, in3, out, sel);
parameter n=16;
  input [n-1:0] in1, in2, in3;
input [1:0] sel;
  output reg [n-1:0] out;
    always @(*)
    begin
        if(sel == 2'b00)
        out = in1;
        else if (sel == 2'b01)
        out = in2;
        else if (sel == 2'b10)
        out = in3;
    end
endmodule
module registerFile (clk,addr1,addr2,addr3,in,out1, out2,RegWr);
  input clk;
  input RegWr;
  input [2:0] addr1,addr2,addr3;
  input [15:0] in;
  output reg [15:0] out1,out2;
  reg [15:0] register [0:7];
  initial begin
     register [0]= 0;
     register [1]= 10;
     register [2]= 15; 
	 register [3]= 0;
     register [4]= 10;
     register [5]= 15;
	 register [6]= 0;
     register [7]= 10;
  end
    always @(posedge clk) begin
    out1<= register [addr1];
    out2<= register [addr2];  
	   if (RegWr == 1 && addr3 != 0) begin
       register [addr3] <= in;
  end
  end
endmodule
```
**run.sh**
```bash
#!/bin/bash
# OpenROAD 26Q1-2900-gdf79404cd8, Yosys 0.63+post, stock flow scripts
make -C /OpenROAD-flow-scripts/flow DESIGN_CONFIG=/design/flow/config.mk WORK_HOME=/design/flow/orfs finish
```
==> results.txt <==
yosys + openroad results -> most frequent cells after synthesis=67 x buf_4, 11 x ha_1, 11 x nor2_1, 10 x mux2i_1, 8 x xnor2_1, Max Fanout on Critical Path=10, clk slew on worst S/H paths=0.03 ns, Clock Power Share=0.262, most frequent cell on the critical path=clkdlybuf4s50_1, sequential power share=0.151, Hold Buf Count CTS=0, DR top layer=met4, P_sw=0.0000567 W, Comb pwr share=0.587, arrival time at the worst endpoint=3.87 ns, fin worst setup slack=0.605 ns, ys cells=170, Fill cells=516, DR WL/cell=13.2 um, Mapped Area=0.00139 mm2, n_diodes=0, # DRC=0, vias per cell=4.01, Detailed Route Iter0 Violations=9, vias in the first global route=1256, endpoints left unconstrained=5, aoi share=0.0803, Adder Area Share=0.114, Inserted Clock Buffers=3, Rel. slew slack=0.475, Post-synth EDFFs=0, yosys xor share=0.0884, Crit path required time=4.48 ns, area delta synth->final=44.4%, Die H=94 um, largest net degree at the start of global routing=12, P_int=0.000167 W, Commonest flop=dfxtp_1, Placement Rows=26, Die ar.=0.00884 mm2, Avg Cell Area, Syn=8.15 um2, Post-Syn Instances=170, Setup TNS Final=0 ns, # setup viols final=0, Hold WS=1.67 ns, Cell Type Count=38, sw frac=0.253, critical path cell sequence=clkdlybuf4s50_1 > ha_1 > fa_1 > a211oi_1 > o21bai_1 > o41ai_1 > xor2_1 > clkdlybuf4s50_1, max_cap viols=0, register pins left without a clock=3, DRT Pass-1 Iters=4, leakage=0.879 nW, post-route antenna net violation count=0, met1 WL=1.48 mm, MUX area fraction=0.0884, setup bufs post-CTS=0, Tmin final=4.99 ns, die width=94 um, H-tree Lvls=1, Final Hold Viols=0, IO Port Bufs=91, Slew @ Worst Pin=0.786 ns, root buf cell=clkbuf_8, Boundary Pins=127, initial antenna violation count=0, Max-area cell share=0.363, Synth Warn #=3, RSZ-0062 raised after global routing=false, slowest stage delay, CP=0.49 ns, tool warning count=31, first-pass GRT wire length=5.91 mm, Synth flops=7, fraction of layout cells with a size suffix above 1=0.0500, outcome=complete, no violations, WL met2=1.84 mm, CTS tree=done, top post-synthesis cells by area=buf_4 36%, ha_1 9.9%, mux2i_1 7.2%, dfxtp_1 5.8%, xnor2_1 5.1%, final wirelength=3.82 mm, Final Cycle Share=0.892, FP Core Util=0.266, overall routing resource usage=0.0792, RD Place Congestion=0.772, asr flop ratio synth=0, Max IR drop VDD=0.0000874 V, Power Density=112 mW/mm2, Core Region=0.00520 mm2, pre-CTS WS=0.592 ns, CP Class=input port to output pin, hold crit path type=input port to flip-flop, crit end category=output pin, YS chip area=0.00139 mm2, Clock Tree Buf Depth=2, wire length on met3=496 um, critical path launch point type=input port, Fmax=0.200 GHz, Final Util=0.385, final tally of max-slew violations=0, Largest logic family=buffers and inverters, CP max stage cell=clkdlybuf4s50_1, Final HPWL DP=3.40 mm, grt ovf=0, count leader, synth=buf_4, simple-gate portion of the synthesized area=0.152, Resized cells post-CTS=0, Vias=1162, area leader, netlist=buf_4
cells in the final DEF, fill, tap and decap left out, types with 2 or more instances in the layout:
cell type and instances:
dlxtn_1 3, a211oi_1 2, mux2i_1 10, xor2_1 6
and3_1 3, xnor2_1 8, nand2_1 4, nor2_1 11
inv_1 5, conb_1 25, dfxtp_1 4, or4_1 2
a21oi_1 4, o21ai_0 2, mux2_2 2, o21bai_1 2
nand4_1 2, ha_1 11, clkdlybuf4s50_1 91, clkbuf_8 3
nor4_1 2, a21o_1 2
logic make-up after synthesis:
kind of cell,after synthesis
buffers and inverters,73
adders and majority gates,12
other,1
DFF,4
and+or+nand+nor,35
latches,3
xor gates and xnor gates,14
muxes,12
AOI/OAI and AO/OA,16
power by group through the flow:
stage / Sequential [W] / Combinational [W] / Clock [W]
finish: 0.0000338 / 0.000132 / 0.0000587
global route: 0.0000342 / 0.000147 / 0.0000631
CTS: 0.0000340 / 0.000136 / 0.0000601
layer usage:
layer  GRT usage  vias to the layer above
li1            -                      586
met1      0.0894                      508
met2       0.143                       66
met3      0.0291                        2
met4     0.00633                        0
met5           0                        -
cell type report:
type,count,area [um2],area share
Multi-Input combinational cell,114,818,0.409
Clock buffer,3,41.3,0.0206
Tap cell,70,87.6,0.0438
Inverter,5,18.8,0.00938
Sequential cell,7,125,0.0625
Timing Repair Buffer,91,911,0.455
metrics by stage:
step | area, um2 | total power, W | instances
final | 2000 | 0.000224 | 290
after global routing | 2000 | 0.000244 | 290
after CTS | 2000 | 0.000230 | 290
after detailed placement | 1960 | 0.000170 | 287
after global placement | 1960 | 0.000169 | 287
after floorplan | 1480 | 0.000102 | 194
flip-flops by register name, indices dropped and copies added, names as in the netlist:
register   flops
regg.out2      2
regg.out1      2
mux1.out       3
worst max-delay path, delay by kind of cell:
kind                       cells  cell delay (ns)
adders and majority gates      2             0.68
AOI/OAI and AO/OA              3             0.95
xor gates and xnor gates       1             0.18
buffers and inverters          2             0.93
final timing paths:
| kind | startpoint | slack (ns) | end | cells past startpoint |
|---|---|---|---|---|
| max | instruction[0] | 0.61 | BTarget[8] | 8 |
| min | instruction[5] | 1.67 | regg.out2[1] | 3 |
No activity file was given, so power comes from the tool's default toggle rates.
