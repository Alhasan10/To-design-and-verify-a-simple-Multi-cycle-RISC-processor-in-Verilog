**flow/config.mk**
```make
export PLATFORM = sky130hd
export DESIGN_NAME = IF_Stage
export DESIGN_NICKNAME = IF_Stage
export VERILOG_FILES = /design/flow/design.v
export SDC_FILE = /design/flow/constraint.sdc
export NUM_CORES = 4
export LEC_CHECK = 1
export CORE_AREA = 10 10 70 70
export DIE_AREA = 0 0 80 80
```
**flow/constraint.sdc**
```tcl
current_design IF_Stage

set clk_period 3.1
set clk_io_pct 0.2

create_clock -name clk0 -period $clk_period [get_ports {clk}]

set non_clock_inputs [all_inputs -no_clocks]
set_input_delay [expr $clk_period * $clk_io_pct] -clock clk0 $non_clock_inputs
set_output_delay [expr $clk_period * $clk_io_pct] -clock clk0 [all_outputs]
```
**flow/design.v**
```verilog
module IF_Stage (clk,enable_IF,PC,Instruction,newPC,EN);
  input clk;
  input wire enable_IF;
  input [15:0]PC;
  output reg EN;
  output reg[15:0]newPC;
  output wire[15:0] Instruction;
  Pc_Adder pp(PC,newPC);
  instruction_Memory m(PC,Instruction);
  always @(posedge clk)  begin
	  if(enable_IF==1)
		  EN=1;
		  end
endmodule
module instruction_Memory (pc,instruction);
  input [15:0] pc;
  output reg [15:0] instruction;
  reg [7:0] Memory [0:255];
  initial begin	
	Memory[0] = 8'b0101_0000; 
	Memory[1] = 8'b0001_0010; 
    Memory[2] = 8'b0111_0000;
    Memory[3] = 8'b1111_0010;   
    Memory[4] = 8'b0001_0110; 
    Memory[5] = 8'b0010_0100; 
    Memory[6] = 8'b0110_0100; 
	Memory[7] = 8'b0011_0110; 
end
  always @(*) begin
    instruction[7:0] <= Memory [pc];
    instruction [15:8] <= Memory [pc+1];
  end
endmodule 
module Pc_Adder (pc,out);
input [15:0]pc;
output [15:0] out;
assign out = pc + 2;
endmodule
```
**flow/run.sh**
```bash
#!/bin/bash
# OpenROAD 26Q1-2900-gdf79404cd8, Yosys 0.63+post, stock flow scripts
make -C /OpenROAD-flow-scripts/flow DESIGN_CONFIG=/design/flow/config.mk WORK_HOME=/design/flow/orfs finish
```
==> impl_metrics.yaml <==
# synthesis and place-and-route metrics
yosys:
  syn-cell-area_sq_um: 492
  top_cell_area_share_pct: 22.9
  syn_inst: 68
  syn_area_per_cell_sq_um: 7.23
  ys_area_sq_um: 492
  ys_cells: 68
  top_cell: "xnor2_1"
  yosys.cell_types.count: 16
  area_leaders: "ha_1 (23%), xnor2_1 (21%), buf_4 (12%)"
  ys_warn_count: 2
  synth_seq_share_pct: 0
  yosysTopAreaCell: "ha_1"
  synth.top_cells.by_count: "xnor2_1 (12), ha_1 (9), buf_4 (8)"
grt:
  overflow: 0
  grt_start_max_net_pins: 8
  grt_pass1_vias: 565
  grt_pass1_wl_mm: 2.76
  grt_usage_pct: 5.22
  antenna_found_initial: 0
setup_path:
  crit_path_end_kind: "output port"
  slowest_delay_ns: 0.48
  cp_max_fo: 5
  crit_required_ns: 2.48
  crit_chain: "clkdlybuf4s50_1 -> ha_1 -> ha_1 -> inv_1 -> nor2_1 -> a21oi_1 -> clkdlybuf4s50_1"
  worstSetupStartpointType: "primary input"
  path_class: "in2out"
  arrival_ns: 2.37
  cp_slowest_cell: "clkdlybuf4s50_1"
power:
  ir_drop_uv: 59.7
  p_per_area_mw_per_mm2: 118
  leakage_nw: 0.421
  power.total_mw: 0.117
job:
  maxCapViolCount: 0
  tool_warnings: 35
floorplanning:
  ios: 51
  fp-utilization_pct: 14.4
  die-width_um: 80
  die-area_sq_mm: 0.00640
  core_area_sq_mm: 0.00342
  die_h_um: 80
  rows: 21
cells_and_area:
  syn2layout_area_growth_pct: 102
  comb_area_sq_um: 420
  post-route-util_pct: 29.0
  fillers: 377
  seq_cell_count: 0
  register_area_sq_um: 0
  drive_gt1_share_pct: 7.08
  n_clock_buffer: 0
route:
  dr.pass1.iters: 4
  vias: 590
  wl_mm: 1.84
  ant_nets: 0
  diodes: 0
  via_per_inst: 3.71
  first_iter_violations: 19
  drc: 0
  wl_per_cell_um: 11.6
final_timing:
  grt_setup_unrepaired: "false"
  maxSlewViolCount: 0
  period_needed_ns: 2.99
  hold_viol: 0
  fin_crit_sh_pct: 96.6
  tns_ns: 0
  holdWs_ns: 2.00
  finalSetupViolations: 0
  max_freq_ghz: 0.334
placed_design:
  gp_congestion: 0.802
  hpwlAfterDp_mm: 1.62
  port_buffers: 44
clocking:
  holdBufCountCts: 0
worst_hold_path:
  hold_class: "in2out"
status:
  status: "finished clean"
power by group:
group / internal (mW) / switching [mW] / total, mW
clock: 0 / 0 / 0
sequential: 0 / 0 / 0
combinational: 0.0797 / 0.0371 / 0.117
cells by family (layout without fill, tap and decap cells):
kind of cell,Yosys count,after routing,synth area share (%)
xor+xnor,13,13,23.2
other cells,2,5,1.53
buf+inv,14,56,16.8
simple gates,24,24,28.5
compound gates,5,5,5.09
fa+ha+maj,9,9,22.9
mux,1,1,2.04
critical path: cells and delay by family:
kind / cells / cell delay (ns)
adders and majority gates: 2 / 0.55
buffers and inverters: 3 / 1.06
and+or+nand+nor: 1 / 0.04
AOI/OAI and AO/OA: 1 / 0.11
metal layers:
layer / track usage (%) / share of wire, % / vias to the layer above
li1: - / - / 310
met1: 6.86 / 48 / 246
met2: 7.38 / 37 / 34
met3: 3.41 / 15 / 0
met4: 0 / 0 / 0
met5: 0 / 0 / -
layout make-up:
| type | instances | share of cell area [%] |
|---|---|---|
| timing repair buffer | 50 | 49.5 |
| tap | 46 | 5.81 |
| multi-input combinational | 57 | 42.4 |
| inverter | 6 | 2.27 |
metrics by stage:
| stage | worst slack [ns] | instances | area, sq um |
|---|---|---|---|
| after detailed placement | 0.0378 | 159 | 986 |
| after CTS | 0.0230 | 159 | 986 |
| after global routing | 0.00435 | 159 | 991 |
| final | 0.106 | 159 | 991 |
| after floorplan | 1.20 | 71 | 503 |
| after global placement | 0.0406 | 159 | 986 |
placed cells by master, fill, tap and decap left out:
cell type,instances
xnor2_1,12
and4_1,2
o21ai_0,2
xor2_1,1
a21oi_1,3
nand2_1,5
and2_1,2
nand4_1,6
nand3_1,4
ha_1,9
nor2_1,3
and4_4,2
conb_1,5
inv_1,6
buf_4,6
dlymetal6s2s_1,2
clkdlybuf4s50_1,42
mux2i_1,1
repair_timing:
| item | CTS | global route |
|---|---|---|
| setup endpoints to repair | 0 | 7 |
| hold endpoints to repair | 0 | 0 |
| buffers inserted | 0 | 0 |
| resized | 0 | 2 |
worst paths after layout:
path | startpoint | endpoint | cells after the start
max | PC[0] | Instruction[13] | 7
min | PC[1] | Instruction[9] | 4
Power and IR drop assume default switching activity.
