--- ./run.sh ---
#!/bin/bash
# OpenROAD 26Q1-2900-gdf79404cd8, Yosys 0.63+post, stock flow scripts
make -C /OpenROAD-flow-scripts/flow DESIGN_CONFIG=/design/flow/config.mk WORK_HOME=/design/flow/orfs finish
--- ./config.mk ---
export PLATFORM = sky130hd
export DESIGN_NAME = MEM_stage
export DESIGN_NICKNAME = MEM_stage
export VERILOG_FILES = /design/flow/design.v
export SDC_FILE = /design/flow/constraint.sdc
export NUM_CORES = 4
export LEC_CHECK = 1
export CORE_UTILIZATION = 40
--- ./constraint.sdc ---
current_design MEM_stage

set clk_period 83.7
set clk_io_pct 0.2

create_clock -name clk0 -period $clk_period [get_ports {clk}]

set non_clock_inputs [all_inputs -no_clocks]
set_input_delay [expr $clk_period * $clk_io_pct] -clock clk0 $non_clock_inputs
set_output_delay [expr $clk_period * $clk_io_pct] -clock clk0 [all_outputs]
--- ./design.v ---
module dataMemory (clk,addr,dataIn,dataOut,MemRd,MemWr);
  input MemWr;
  input MemRd;
  input clk;
  input [15:0] addr;
  input [15:0] dataIn;
  output reg [15:0] dataOut;
  reg [7:0] memory [0:256];
  always @(posedge clk) begin
    if (MemRd) begin
      dataOut[7:0] <= memory[addr];
      dataOut[15:8] <= memory[addr+1];
    end
    else if (MemWr) begin
      memory[addr] <= dataIn[7:0];
      memory[addr+1] <= dataIn[15:8];
    end
  end
endmodule 
module Extender (in,out,ExtOp);
parameter n=16;
  input [n-1:0] in;
input ExtOp;
output reg [15:0] out;
always @(in) begin
if(ExtOp == 1)
	out = {{11{in[4]}},in};
else 
	out = {11'b0,in};
end
endmodule
module MEM_stage(clk,enable_MEM,BusA,BusB,ALUres,Imm16,dataOut,Sv_Imm,MemRd,MemWr,ExtOpMemory,MemOut,opcode);
  input wire clk,Sv_Imm,MemRd,MemWr,ExtOpMemory,MemOut;
  input wire enable_MEM;
  input wire [15:0] BusA,BusB,ALUres,Imm16;
  output wire [15:0] dataOut;
  input wire [3:0] opcode;
  wire [15:0] address, dataIn, MemoryOut, byteOutExt;
  wire [7:0] byteOut;
  mux2x1 mux1(ALUres, BusA, address, Sv_Imm);
  mux2x1 mux2(BusB, Imm16, dataIn, Sv_Imm);
  dataMemory memory(clk, address, dataIn, MemoryOut, MemWr, MemRd);
  assign byteOut = MemoryOut[7:0];
  Extender #(8) Ext(byteOut, byteOutExt, ExtOpMemory);
  mux2x1 mux3(MemoryOut, byteOutExt, dataOut, MemOut);
endmodule
module mux2x1 (in1,in2,out,sel);
  parameter n =16;
  input [n-1:0] in1,in2;
input sel;
  output [n-1:0] out;
assign out = sel? in2:in1;
endmodule 
==> impl_metrics.py <==
# Synthesis and PnR figures
metrics = {
    "global_routing": {
        "grt_start_max_net_pins": 96,
        "grt.met2_usage_pct": 49.2,
        "met1_usage_pct": 39.7,
        "grt.overflow.total": 0,
        "initial_antenna_violation_count": 42,
        "grt_pass1_vias": 97300,
        "grt_first_pass_wirelength_mm": 739,
        "grt.total_usage_pct": 36.4,
        "grtUsageMet3_pct": 27.3,
        "grt.busiest_layer": "met2",
    },
    "clocking": {
        "number_of_sinks_driven_by_the_clock_tree": 2072,
        "post-cts-setup-buffers": 0,
        "cts.hold.buffers_added": 0,
        "tritoncts_clock_tree": "done",
        "clk_root_buffer_cell": "sky130_fd_sc_hd__clkbuf_16",
        "insertion_delay_ns": 0.97,
        "cts_buffer_depth": 4,
        "h-tree-depth": 4,
        "post_cts_resized": 0,
        "tritoncts.num_buffers": 231,
        "clk_transition_reported_paths_ns": 0.06,
    },
    "layout": {
        "layout.cell_area.non_filler_sq_mm": 0.138,
        "mostFrequentLayoutCell": "sky130_fd_sc_hd__edfxtp_1",
        "final.fill_count": 27000,
        "layout.cells.most_common_list": "2072 x sky130_fd_sc_hd__edfxtp_1, 1286 x sky130_fd_sc_hd__a21oi_1, 1227 x sky130_fd_sc_hd__nor2_1, 1195 x sky130_fd_sc_hd__nand2_1, 1168 x sky130_fd_sc_hd__mux2i_1",
        "final_layout_size_suffix_gt1_share_pct": 19.2,
        "syn_to_final_growth_pct": 11.3,
    },
    "min_path": {
        "hold_path_end": "memory.dataOut[1]",
        "worst_hold_path_type": "reg -> reg",
        "hold_path_depth": 2,
        "worst_hold_startpoint": "memory.memory[256][1]",
    },
    "floorplan": {
        "core.rowCount": 203,
        "placeableCoreArea_sq_mm": 0.307,
        "number_of_primary_i_o_pins": 91,
        "dieArea_sq_mm": 0.311,
        "die_h_microns": 558,
        "fp-utilization_pct": 40.3,
        "die_x_microns": 558,
    },
    "power_and_ir_drop": {
        "pwr_density_cell_mw_per_mm2": 19.8,
        "vdd_drop_max_mv": 0.0168,
        "power.total_mw": 2.73,
        "power.clock.fraction_pct": 38.5,
        "sw_frac_of_total_pct": 29.8,
        "power_frac_seq_pct": 42.3,
        "comb_power_share_pct": 19.2,
        "p_leak_nw": 43.9,
        "power.internal_mw": 1.92,
        "p_sw_uw": 813,
    },
    "timing": {
        "timing.max_slew.rel_slack_pct": -3.33,
        "grt_setup_unrepaired": "no",
        "timing_worst_slew_pin_value_ns": 1.54,
        "timing.final.ws_setup_ns": 48.75,
        "layout_worst_path_cycle_share_pct": 41.8,
        "report.final.slew_viol_count": 2,
        "setup-violations-final": 0,
        "timing.final.hold_violations": 0,
        "final.setup.tns_ns": 0,
        "final_period_minus_worst_setup_slack_ns": 34.95,
        "finClkSkew_ns": 0.0764,
        "max_freq_mhz": 28.6,
    },
    "job": {
        "cap_viol_max_count": 1,
        "openroad.warnings": 50,
    },
    "synthesis": {
        "edf_count": 2072,
        "netlist_instances": 10700,
        "syn_area_sq_mm": 0.124,
        "ys_top_cells_by_area": "sky130_fd_sc_hd__edfxtp_1 50%, sky130_fd_sc_hd__mux4_2 13%, sky130_fd_sc_hd__mux2i_1 9.6%",
        "yosys_warnings": 2,
        "syn_area_per_cell_sq_um": 11.5,
        "ys_cells": 10700,
        "postSynthRegisterBits": 2072,
        "synthDominantAreaCellType": "sky130_fd_sc_hd__edfxtp_1",
        "postSynth.asyncResetShare_pct": 0,
        "synth-seq-area-share_pct": 50.3,
        "chip_area_line_of_the_yosys_report_sq_mm": 0.124,
        "netlist-cell-type-count": 78,
        "dominantRegCellSynth": "sky130_fd_sc_hd__edfxtp_1",
        "post-synth-top-area-fraction_pct": 50.3,
    },
    "setup_path": {
        "worstReg2RegEnd": "memory.dataOut[4]",
        "timing.reg2reg.setup_slack_ns": 79.64,
        "cp.arrival_ns": 18.21,
        "r2r.worst_path.cells": 7,
        "critical_path.reg2reg.startpoint": "memory.memory[90][4]",
        "worstPathRequired_ns": 66.96,
        "crit_path_max_fo": 9,
        "timing_worst_setup_path_type": "in -> out",
        "worstSetupEndpointType": "primary output",
        "crit_path_start_kind": "input port",
    },
    "routing": {
        "drt_pass_1_iters": 7,
        "detail_route.drc_violations": 0,
        "vias": 97200,
        "final_antenna_net_count": 0,
        "drt-wirelength-per-cell_microns": 35.8,
        "post_drt_via_cell_ratio": 6.58,
        "finalWirelength_mm": 529,
        "drt_iter0_markers": 8677,
    },
    "run_status": {
        "run_status": "finished with violations",
        "failing_checks": "capacitance limit, slew limit",
    },
    "placement": {
        "pre_cts_setup_slack_ns": 48.74,
        "routability_congestion_estimate_from_global_placement": 1.06,
        "postPlaceCellArea_sq_mm": 0.130,
        "place_hpwl_mm": 340,
        "numPortBuffers": 71,
    },
}
-- kinds of logic after synthesis --
kind of cell | synth area share [%]
compound gates | 10.4
xor+xnor | 0.0486
fa+ha+maj | 0.0506
buf+inv | 4.44
flops | 50.3
mux | 23.0
simple gates | 11.7
-- layer usage --
| metal | part of all wire (%) | vias to the layer above |
|---|---|---|
| li1 | - | 40400 |
| met3 | 18 | 1806 |
| met2 | 43 | 7375 |
| met1 | 30 | 47600 |
| met4 | 8.5 | 100 |
| met5 | 0.58 | - |
-- power groups by stage --
stage	Clock [mW]	Combinational [mW]	Sequential (mW)
6_report	1.05	0.523	1.15
5_1_grt	1.09	0.535	1.15
4_1_cts	1.06	0.501	1.15
-- registers in the layout, indices dropped and copies added, names as in the netlist --
signal / flops
memory.dataOut: 16
memory.memory: 2056
-- worst max-delay path by stage --
stage                  start          end  slack, ns  cells past startpoint
final                 MemOut  dataOut[12]      48.75                      4
after CTS             MemOut  dataOut[13]      48.74                      4
after global routing  MemOut  dataOut[11]      48.61                      4
-- cells in the mapped netlist, types with 12 or more instances --
| cell | instances |
|---|---|
| sky130_fd_sc_hd__a22oi_1 | 173 |
| sky130_fd_sc_hd__o21ai_0 | 60 |
| sky130_fd_sc_hd__nor2_4 | 78 |
| sky130_fd_sc_hd__edfxtp_1 | 2072 |
| sky130_fd_sc_hd__mux2i_1 | 1186 |
| sky130_fd_sc_hd__or3_1 | 12 |
| sky130_fd_sc_hd__a221oi_1 | 14 |
| sky130_fd_sc_hd__mux2_2 | 30 |
| sky130_fd_sc_hd__buf_2 | 360 |
| sky130_fd_sc_hd__o22ai_1 | 264 |
| sky130_fd_sc_hd__a21oi_1 | 1288 |
| sky130_fd_sc_hd__a222oi_1 | 12 |
| sky130_fd_sc_hd__a32oi_1 | 26 |
| sky130_fd_sc_hd__a311oi_1 | 163 |
| sky130_fd_sc_hd__nor2_2 | 137 |
| sky130_fd_sc_hd__a31oi_1 | 28 |
| sky130_fd_sc_hd__and3_1 | 124 |
| sky130_fd_sc_hd__nand2_1 | 1235 |
| sky130_fd_sc_hd__nand4_1 | 23 |
| sky130_fd_sc_hd__nor2_1 | 1235 |
| sky130_fd_sc_hd__a211oi_1 | 13 |
| sky130_fd_sc_hd__a22o_1 | 17 |
| sky130_fd_sc_hd__buf_1 | 84 |
| sky130_fd_sc_hd__nor3_1 | 17 |
| sky130_fd_sc_hd__mux4_2 | 720 |
| sky130_fd_sc_hd__nand3_1 | 409 |
| sky130_fd_sc_hd__clkbuf_1 | 722 |
| sky130_fd_sc_hd__buf_4 | 68 |
-- final cells by class --
class                           instances  area (sq um)  area share [%]
Tap cell                             4100          5130            3.73
Inverter                               10          61.3          0.0446
Timing Repair Buffer                  722          5800            4.21
Sequential cell                      2072         62200            45.2
Antenna cell                           40           100          0.0727
Clock inverter                        145          1590            1.15
Clock buffer                          275          6010            4.37
Multi-Input combinational cell       7423         56700            41.2
-- through the flow --
| stage | utilization, % | hold slack, ns | cells |
|---|---|---|---|
| 2_1_floorplan | - | 0.540 | 10700 |
| 3_3_place_gp | 42.3 | 0.626 | 14300 |
| 3_5_place_dp | 42.3 | 0.634 | 14300 |
| 4_1_cts | 44.8 | 0.634 | 14700 |
| 5_1_grt | 44.8 | 0.660 | 14800 |
| 6_report | 44.8 | 0.640 | 14800 |
-- worst max-delay path, stage by stage --
cell and delay [ns]:
sky130_fd_sc_hd__clkdlybuf4s50_1 0.59, sky130_fd_sc_hd__nand3_1 0.23, sky130_fd_sc_hd__o21ai_0 0.15, sky130_fd_sc_hd__clkdlybuf4s50_1 0.49
Power figures rest on the tool's default switching activity, not on a simulated workload.
